**flow/run.sh**
```bash
#!/bin/bash
# OpenROAD 26Q1-2900-gdf79404cd8, Yosys 0.63+post, stock flow scripts
make -C /OpenROAD-flow-scripts/flow DESIGN_CONFIG=/design/flow/config.mk WORK_HOME=/design/flow/orfs finish
```
**flow/config.mk**
```make
export PLATFORM = sky130hd
export DESIGN_NAME = vending_machine
export DESIGN_NICKNAME = vending_machine
export VERILOG_FILES = /design/flow/design.v
export SDC_FILE = /design/flow/constraint.sdc
export NUM_CORES = 4
export LEC_CHECK = 1
export CORE_AREA = 10 10 81 81
export DIE_AREA = 0 0 91 91
```
**flow/constraint.sdc**
```tcl
current_design vending_machine

set clk_period 1.0
set clk_io_pct 0.2

create_clock -name clk0 -period $clk_period [get_ports {CLK}]

set non_clock_inputs [all_inputs -no_clocks]
set_input_delay [expr $clk_period * $clk_io_pct] -clock clk0 $non_clock_inputs
set_output_delay [expr $clk_period * $clk_io_pct] -clock clk0 [all_outputs]
```
**flow/design.v**
```verilog
`timescale 1ns / 1ps
module vending_machine(
input Enable, input RST, input CLK,
input OneDollar, input FiftyCents, input TenCents, input FiveCents,
output reg Deliver,
output reg [7:0] Money);
reg [2:0] Current_State,Next_State;
parameter Price = 8'd125;
parameter INIT  = 3'b001;  
parameter COUNT = 3'b010;  
parameter DEL = 3'b100;    
always @(posedge CLK)
begin
    if(RST) 
        Current_State <= Next_State;
    else    
        Current_State <= INIT ;
end
always @(Current_State or Enable or OneDollar or FiftyCents or TenCents or FiveCents)  
begin
    case (Current_State)
        INIT:
            begin
                Deliver = 0;
                Money = 0;
                if(Enable)  
                    Next_State = COUNT; 
             end
        COUNT:
            begin
                if(Money >= Price)  
                    begin
                        Next_State = DEL;
                    end
                else
                    begin
                        Next_State = COUNT;
                        if(OneDollar)   
                            Money = Money + 100;
                        else if(FiftyCents) 
                            Money = Money + 50;
                        else if(TenCents)   
                            Money = Money + 10;
                        else if(FiveCents)  
                            Money = Money + 5;
                        else;    
                    end    
            end
        DEL:
            begin
                Deliver = 1;
                Next_State = INIT;
            end
    endcase        
end 
endmodule
```
==> run summary <==
This memo summarizes the results of the implementation run.

Floorplanning
The share of the core area taken by cells at floorplan is a little under a fifth. The area of the chip is slightly above 8000 um2. The die width is ~91 um. The standard cell core area is ~4800 um2. The report lists the number of standard-cell rows as 25. The height of the chip is between 90 and 100 um. The number of top-level design ports is 16.

Worst hold path
The most critical min-delay path falls under in -> reg. The critical hold path startpoint is RST.

Timing
The final timing summary puts the cycle share of the worst path at between 60% and 70%. Per the finish-stage timing summary, setup violations number 0. Setup repair after global routing left no endpoint under its margin. 21 endpoints have no timing constraint. The final timing report derives a shortest allowable period of 0.679 ns. Across all checked pins, the minimum headroom to the slew limit is 68.9%.

The final count of hold timing violations is 0. Setup slack closes at ~0.32 ns. The maximum frequency from static timing analysis is around 1500 MHz.

Adding up every negative setup slack in the final design gives 0 ns. The worst hold slack after final layout is between 0.5 and 0.6 ns. Pins over their slew limit in the final report were tallied at 0. The timer found 12 register pins that no clock reaches; their paths are not timed. The transition time at the pin with the least slew margin is 0.464 ns.

Synthesis
The share of synthesized registers carrying an async set or reset is 0%. The area reported by Yosys stat is 893 um2. In this run the biggest area consumer among cell types represents about a fifth of the synthesized area. Among all flip-flop cells after synthesis, the most frequent one is sky130_fd_sc_hd__dlxtn_1. The synthesized instance count is roughly 120. The post-synthesis cell count from yosys is ~120. After synthesis, the cell types taking the most area are sky130_fd_sc_hd__dlxtn_1 20%, sky130_fd_sc_hd__ha_1 11%, sky130_fd_sc_hd__dfxtp_1 6.7%. The synthesized netlist devotes between 1.5 and 2% of its cell area to XOR and XNOR gates. The count of library flops with an enable pin is 0.

Yosys mapped the design onto 38 distinct sky130hd cell types. The multiplexer share of the synthesized area is approximately 5.6%. The synthesis stat section lists a flop and latch total of 15. The adder-cell share of the synthesized area is approximately 11%. The synthesized netlist devotes ~28% of its cell area to simple gates. The tally of yosys warning messages is a little over 40. The mapped netlist covers between 800 and 900 um2. Sorting the Yosys area breakdown by cell type puts at the top sky130_fd_sc_hd__dlxtn_1.

The AND-OR/OR-AND share of the synthesized area is between 20% and 30%. The dominant non-sequential cell family after synthesis is simple AND/OR/NAND/NOR gates. The average size of a mapped cell is 7.77 um2.

Power
The net switching power in the latest report is slightly above 200 uW. The leakage power in the latest report is between 0.4 and 0.5 nW. The highest ir drop seen on vdd is around 340 uV. The power share of the clock group is 47.4%.

The share of total power consumed by net switching is 27.5%. In this run the power density over the cells is ~640 nW/um2. The proportion of power drawn by flip-flops and latches is between 20% and 30%. The internal portion of the total power is roughly 530 uW. Combinational logic is responsible for approximately a quarter of the overall power.

Route
For this block, the via count after detailed routing is between 800 and 900. In the routed layout, each cell is associated on average with a via count of between 4 and 5. Per the post-route antenna check, the number of violating nets is 0. TritonRoute output was used to compute an average wire per cell of about 11 um.

The routed wire length is 2150 um. The DRC violation total left in the routed layout is recorded as 0. The iteration tally of the first detailed-router pass is 4.

The detailed router finished its first iteration with about 44 violations. The antenna cell count is 0.

Setup path
The cell with the biggest individual delay on the critical path is sky130_fd_sc_hd__clkdlybuf4s50_1. STA classifies the critical path endpoint as a flop. Walking the worst path, the cells encountered are clkdlybuf4s50_1 > and2_1. The endpoint arrival time on the critical path is 0.79 ns. The launching element type of the critical path is an input port. The combined buffer and inverter count along the critical path is 1.

The data required time reported for the critical path is 1.11 ns. The timing report gives the biggest stage delay along the critical path as about 0.43 ns. For reference, the most critical setup path is categorized as in -> reg. Grouping stages by cell kind, the critical path spends the most delay in buffers and inverters. Of all nets on the critical path, the largest fanout is 3. The launching element of the worst setup path is RST.

Clocking
Clock tree synthesis selected as its root buffer the cell sky130_fd_sc_hd__clkbuf_8. After clock tree synthesis, the clock-pin slew on the worst setup and hold paths is around 0.03 ns. The number of setup buffers added after CTS is 0. After clock tree synthesis, the flow added hold-fix buffers numbering 0. The maximum clock insertion buffer count is 2. TritonCTS built the clock tree. The number of buffers created by CTS is 3.

The number of cells upsized or downsized after cts is 0. In this run the number of H-tree levels came out at 1.

Global route
The overall fraction of global-route tracks in use is approximately 5.0%. The first global-routing pass estimated 3660 um of wire. The pin count of the biggest net entering global routing is 15. Per the GRT congestion report, total overflow comes to 0.

The via count of the first global-routing pass is approximately 770. The initial antenna violation count is 0.

Run
OpenROAD emitted warnings numbering 30. The max-cap violation count is 0.

Cells and area
Compared with the post-synthesis result, the final layout area differs by 28.6%. The leading cell type in the layout, fill and taps excluded is sky130_fd_sc_hd__clkdlybuf4s50_1. By instance count after routing, the leading logic cell types are 15 x sky130_fd_sc_hd__clkdlybuf4s50_1, 12 x sky130_fd_sc_hd__dlxtn_1, 11 x sky130_fd_sc_hd__nand2_1.

The utilization of the core after routing is 23.8%. The layout cell share with drive strength beyond 1 is under 10%.

Place
The minimum setup slack after placement is approximately 0.095 ns. The placement report lists the number of port buffers as 15. RePlAce ended its routability-driven mode at a weighted congestion of 0.815. The estimated wirelength of the detail-placed design is 1650 um.

Status
The flow ran to the end, and the final reports show no timing, DRC or antenna violations.
## power by group through the flow
stage | registers, mW | clock network [mW] | logic (mW)
4_1_cts | 0.200 | 0.354 | 0.190
5_1_grt | 0.206 | 0.375 | 0.211
6_report | 0.200 | 0.349 | 0.187
## final timing paths
kind,end,slack [ns],cells after the start
min,Current_State[0],0.53,2
max,Current_State[1],0.32,2
## cells by family after synthesis
kind of cell	after synthesis
simple gates	45
compound gates	28
buf+inv	12
latches	12
fa+ha+maj	8
mux	5
flops	3
xor+xnor	2
## through the flow
stage / cells / cell area [um2] / power (mW)
2_1_floorplan: 115 / 893 / 0.313
3_3_place_gp: 191 / 1100 / 0.389
3_5_place_dp: 191 / 1100 / 0.390
4_1_cts: 195 / 1150 / 0.744
5_1_grt: 195 / 1150 / 0.792
6_report: 195 / 1150 / 0.736
## Yosys cell counts (all sizes together) (2+ instances only)
| cell | number |
|---|---|
| a22oi | 2 |
| a31oi | 2 |
| nor3b | 3 |
| a211oi | 3 |
| nor2 | 7 |
| o211ai | 3 |
| mux2i | 5 |
| ha | 8 |
| clkbuf | 5 |
| nor2b | 2 |
| a211o | 2 |
| and2 | 2 |
| inv | 6 |
| o21ai | 3 |
| nand2b | 7 |
| nor3 | 4 |
| nand2 | 11 |
| dlxtn | 12 |
| and4 | 2 |
| dfxtp | 3 |
| a21oi | 8 |
## state kept, by name, indices dropped and copies added, names as in the netlist
| name | count |
|---|---|
| Money | 8 |
| Deliver | 1 |
| Next_State | 3 |
| Current_State | 3 |
## area by class of cell
cell class,count,area (um2)
multi-input cells,88,607
inverters,6,22.5
flip-flops and latches,15,240
fillers,552,3670
well taps,67,83.8
repair buffers,15,150
clock buffers,4,45.0
## per-layer routing
metal	vias up	routed length (um)	GRT usage [%]
li1	437	-	-
met1	375	1040	6.76
met2	9	1020	8.47
met3	3	74	0.913
met4	0	16	0.653
met5	-	0	0
No activity file was given, so power comes from the tool's default toggle rates.
