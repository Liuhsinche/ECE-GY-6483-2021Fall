`design/flow/design.v`:
```
`timescale 1ns / 1ps
module FIR(
    input [7:0] din,
    input clk,
    input rst,
    output signed [16:0] dout
);
parameter signed [4:0] h0 = 5'd1;
parameter signed [4:0] h1 = -5'd2;
parameter signed [4:0] h2 = 5'd3;
parameter signed [4:0] h3 = -5'd4;
parameter signed [4:0] h4 = 5'd5;
parameter signed [4:0] h5 = -5'd6;
parameter signed [4:0] h6 = 5'd7;
parameter signed [4:0] h7 = -5'd8;
wire[15:0] s0,s1,s2,s3,s4,s5,s6,s7,s8,s9,s10,s11,s12,s13,s14;
reg[7:0] din_mem [0:15];
wire[15:0]  d0=s0;
wire[15:0]  d1=-(s1)<<1;
wire[15:0]  d2=(s2<<1)+(s2);
wire[15:0]  d3=-(s3)<<2;
wire[15:0]  d4=((s4)<<2)+(s4);
wire[15:0]  d5=-((s5)<<2)-((s5)<<1);
wire[15:0]  d6=((s6)<<3)-(s6);
wire[15:0]  d7=-(s7)<<3;
MultiCycleAdder A0({8'b0,din_mem[0]},{8'b0,din_mem[15]},0,clk,rst,s0);
MultiCycleAdder A1({8'b0,din_mem[1]},{8'b0,din_mem[14]},0,clk,rst,s1);
MultiCycleAdder A2({8'b0,din_mem[2]},{8'b0,din_mem[13]},0,clk,rst,s2);
MultiCycleAdder A3({8'b0,din_mem[3]},{8'b0,din_mem[12]},0,clk,rst,s3);
MultiCycleAdder A4({8'b0,din_mem[4]},{8'b0,din_mem[11]},0,clk,rst,s4);
MultiCycleAdder A5({8'b0,din_mem[5]},{8'b0,din_mem[10]},0,clk,rst,s5);
MultiCycleAdder A6({8'b0,din_mem[6]},{8'b0,din_mem[9]},0,clk,rst,s6);
MultiCycleAdder A7({8'b0,din_mem[7]},{8'b0,din_mem[8]},0,clk,rst,s7);
MultiCycleAdder A8(d0,d1,0,clk,rst,s8);
MultiCycleAdder A9(d2,d3,0,clk,rst,s9);
MultiCycleAdder A10(d4,d5,0,clk,rst,s10);
MultiCycleAdder A11(d6,d7,0,clk,rst,s11);
MultiCycleAdder A12(s8,s9,0,clk,rst,s12);
MultiCycleAdder A13(s10,s11,0,clk,rst,s13);
MultiCycleAdder A14(s12,s13,0,clk,rst,s14);
assign dout={s14[15],s14};
integer i;
always@(posedge clk, negedge rst) begin
    if(~rst)
 begin
        for(i=0;i<=15;i=i+1)
            din_mem[i] <= 0;
    end
    else
 begin
        din_mem[0] <= din;
        for(i=1;i<=15;i=i+1)
            din_mem[i] <= din_mem[i-1];
    end
end    
endmodule
module FA(
	input Ci,input A,input B,
	output S,output Co
);
assign {Co,S}=A+B+Ci;
endmodule
module HA(
	input A,input B,
	output S,output Co
);
assign {Co,S}=A+B;
endmodule
module FA4(
	input Ci,
	input [3:0] A,
	input [3:0] B,
	output [3:0] S,
	output Co
);
wire [3:0] P;
wire [3:0] C;
wire BP;
assign P[0]=A[0] ^ B[0];
assign P[1]=A[1] ^ B[1];
assign P[2]=A[2] ^ B[2];
assign P[3]=A[3] ^ B[3];
assign BP=P[0]&P[1]&P[2]&P[3];
FA FA_0(Ci,A[0],B[0],S[0],C[0]);
FA FA_1(C[0],A[1],B[1],S[1],C[1]);
FA FA_2(C[1],A[2],B[2],S[2],C[2]);
FA FA_3(C[2],A[3],B[3],S[3],C[3]);
assign Co = BP ? Ci:C[3];
endmodule
module MultiCycleAdder(
	input [15:0] A,
	input [15:0] B,
	input ci,
	input clk,
	input rst,
	output reg [15:0] S
);
wire [3:0] S3, S4;
wire C1,C2, C3, C4;
wire [3:0] S1, S2;
reg [7:0] S_d;
reg cin, cin_d;
reg [3:0] A1, B1, A2, B2, A3, B3, A4, B4;
reg [3:0] A1_d, B1_d, A2_d, B2_d;
FA4 FA4_0(cin, A1, B1, S1, C1);
FA4 FA4_1(C1, A2, B2, S2, C2);
FA4 FA4_2(cin_d, A1_d, B1_d, S3, C3);
FA4 FA4_3(C3, A2_d, B2_d, S4, C4);
always@(posedge clk or negedge rst)
begin
	if (!rst)
		begin
			S <= 0;
			A1 <= 0;
			B1 <= 0;
			A2 <= 0;
			B2 <= 0;
			A3 <= 0;
			B3 <= 0;
			A4 <= 0;
			B4 <= 0;
            A1_d <= 0;
			B1_d <= 0;
			A2_d <= 0;
			B2_d <= 0;
			S_d <= 0;
			cin<= 0;
			cin_d <= 0;
		end
	else
		begin
			A1 <= A[3:0];
			B1 <= B[3:0];
			A2 <= A[7:4];
			B2 <= B[7:4];
			A3 <= A[11:8];
			B3 <= B[11:8];
			A4 <= A[15:12];
			B4 <= B[15:12];
            A1_d <= A3;
			B1_d <= B3;
			A2_d <= A4;
			B2_d <= B4;
			S_d <= {S2, S1};
			cin<= ci;
			cin_d <= C2;
			S<= {S4, S3, S_d};
		end
    end
endmodule	
```
`design/flow/constraint.sdc`:
```
current_design FIR

set clk_period 6.8
set clk_io_pct 0.2

create_clock -name clk0 -period $clk_period [get_ports {clk}]

set non_clock_inputs [all_inputs -no_clocks]
set_input_delay [expr $clk_period * $clk_io_pct] -clock clk0 $non_clock_inputs
set_output_delay [expr $clk_period * $clk_io_pct] -clock clk0 [all_outputs]
```
`design/flow/run.sh`:
```
#!/bin/bash
# OpenROAD 26Q1-2900-gdf79404cd8, Yosys 0.63+post, stock flow scripts
make -C /OpenROAD-flow-scripts/flow DESIGN_CONFIG=/design/flow/config.mk WORK_HOME=/design/flow/orfs finish
```
`design/flow/config.mk`:
```
export PLATFORM = sky130hd
export DESIGN_NAME = FIR
export DESIGN_NICKNAME = FIR
export VERILOG_FILES = /design/flow/design.v
export SDC_FILE = /design/flow/constraint.sdc
export NUM_CORES = 4
export LEC_CHECK = 1
export CORE_UTILIZATION = 40
```
==> ci_impl_report.md <==
## Implementation flow summary

| Metric | Value |
|---|---|
| Outcome | completed |
| Number of placement rows | 94 |
| Max frequency | 0.273 GHz |
| Synthesis Warnings | 18 |
| Yosys cell count | approximately 1.6k |
| Final TNS setup | 0 ns |
| Via count of the first global-routing pass | 12.7k |
| Htree depth | 3 |
| Post-place setup slack | 3.14 ns |
| Share of the core filled with cells | 46.4% |
| List of most frequent post-synthesis cells | 746 x dfrtp_1, 280 x inv_1, 136 x fa_1 |
| Worst Hold Launch | A13.B4[3] |
| Share of total power consumed by net switching | 27.4% |
| Clock net sink count | 746 |
| Cts-stage hold buffer count | 0 |
| Number of top-level pins | 27 |
| Total routed wirelength | 36400 um |
| Clock Power Share | between 30% and 40% |
| Simple share | 2.87% |
| Maximum number of pins on one net before global-route repair | roughly 150 |
| Reg clk slew, reported paths | 0.06 ns |
| Leakage component of the power | 14.0 nW |
| Type of element launching the critical path | flop |
| Die Ht | ~260 um |
| Antenna Diode Count | 0 |
| Average wire length per cell after detail routing | 13.6 um |
| Worst max-slew margin expressed relative to the limit | 47.4% |
| Worst Clk Skew | 0.0153 ns |
| Main logic family | adder cells |
| Number of cells upsized or downsized after cts | 0 |
| Max Buffers Root-to-Sink | 3 |
| Fraction of the cycle the final worst path needs | 53.8% |
| Worst Hold Class | flop to flop |
| Start point of the critical path | A11.A1_d[0] |
| CTS tree | built |
| Latency at later pin | 0.60 ns |
| Compound Share, Synth | between 2 and 2.5% |
| Tally of OpenROAD warnings | 35 |
| Max-slew violation count | 0 |
| Cells after DPL | approximately 2.5k |
| Number of failing setup endpoints in the final timing report | 0 |
| Portion of synthesized cell area occupied by the leading cell type | 70.4% |
| Final Power | ~13 mW |
| Post-route cell area | 30500 um2 |
| Maximum fanout along the worst path | 2 |
| Post-synth area hogs | dfrtp_1 70%, fa_1 10%, inv_1 4.0%, xnor2_1 3.6%, ha_1 3.4% |
| Critical path type | flop to flop |
| Post-synth top flop | dfrtp_1 |
| Chip area | 67300 um2 |
| Number of antenna violations at the first check in global routing | 0 |
| Synthesized registers | around 750 |
| Xor-xnor portion of the synthesized cell area | 6.01% |
| Critical Path End Type | flop |
| Post-synthesis to final-layout area growth | 15.0% |
| Setup repair bufs after CTS | 0 |
| Worst hold margin | between 0.3 and 0.4 ns |
| Maximum vdd ir drop | about 0.19 mV |
| Tightest Pin Transition | slightly below 0.8 ns |
| Detailed-route vias per instance | 4.27 |
| Cell type with the largest total area after synthesis | dfrtp_1 |
| Relative contribution of combinational cells to total power | a little under a fifth |
| Net Sw Power | approximately 3.6 mW |
| Least setup slack across all paths after layout | 3.14 ns |
| First-iteration detailed-routing DRC count | 601 |
| Final cell count without fillers | 2680 |
| Die x size | 259 um |
| Overall via count from detail_route | 11.5k |
| Post-route DRC | 0 |
| Final Hold Vio Count | 0 |
| Total standard cell area after synthesis | 26500 um2 |
| Share of the core filled by cells before placement | about two fifths |
| Global-route wire length before repair | 63700 um |
| Final RePlAce weighted congestion | 0.790 |
| Count of cell types in the netlist | 55 |
| Int Power | approximately 9.6 mW |
| RSZ-0062 raised after global routing | no |
| Minimum clock period | 3.66 ns |
| Yosys adder share | ~14% |
| Count of library flops with an enable pin | 0 |
| MUX share of area | 0.779% |
| Count of buffers from port buffering | 26 |
| Pre-Repair DR Iteration Count | 20 |
| Clock Root Buffer | clkbuf_16 |
| Core outline area | 65600 um2 |
| Number of cells produced by synthesis | 1648 |
| TritonCTS Buffers | 75 |
| Placed cell area | ~28000 um2 |
| Required time reported for the critical path endpoint | 7.31 ns |
| Max-cap violations | 0 |
| Power share of the sequential group | 49.7% |
| Library cell with the highest instance count after synthesis | dfrtp_1 |
| Total congestion overflow after global routing | 0 |
| Power density over the cells | 431 nW/um2 |
| Post-synthesis average cell area | 16.1 um2 |
| CP arrival | 4.17 ns |
| Critical R2R Launch | A11.A1_d[0] |
| Layout cell share with drive strength beyond 1 | 8.37% |
| Synthesized chip area reported by yosys | 26500 um2 |
| Tally of nets with antenna violations remaining after routing | 0 |
| Seq share, synth | 70.4% |
| Dpl hpwl | about 25000 um |
| Post-synth ARST share | 100% |
| GRT Total Usage | 12.4% |
[final timing paths]
path                                to  slack (ns)  depth (start not counted)
min in group asynchronous  A14.A1_d[1]        0.83                          1
max reg2reg                  A11.S[15]        3.14                         12
min reg2reg                A13.B2_d[3]        0.33                          0
max in group asynchronous     A7.A2[0]        4.29                          3
max                          A11.S[15]        3.14                         12
min                        A13.B2_d[3]        0.33                          0
[sequential cells by signal, indices dropped and copies added (netlist names), 9 cells and up]
name	cells
din_mem	23
A10.S	16
A11.S	16
A12.S	16
A13.S	16
A14.S	16
A8.S	16
A9.S	16
A0.S	9
A1.S	9
A2.S	9
A3.S	9
A4.S	9
A5.S	9
A6.S	9
A7.S	9
[cells in the final DEF (no fill, tap or decap), types with 11 or more instances in the layout]
cell,instances
dfrtp_1,746
inv_1,280
fa_1,136
xnor2_1,108
clkbuf_16,77
xor2_1,74
ha_1,72
nor2_1,30
clkdlybuf4s50_1,25
nor3_1,20
nor4_1,20
nand2_1,17
nand3_1,17
mux2i_1,15
a41o_1,13
clkbuf_8,13
clkbuf_1,13
a21oi_1,11
clkinv_2,11
[layout make-up]
| cell class | count | area [um2] |
|---|---|---|
| fill | 5445 | 35100 |
| sequential | 746 | 18700 |
| multi-input combinational | 620 | 6780 |
| clock buffer | 103 | 2150 |
| tap | 864 | 1080 |
| inverter | 280 | 1050 |
| clock inverter | 30 | 374 |
| timing repair buffer | 37 | 373 |
[routing by layer]
layer	GRT usage, %	vias to the layer above	wire (um)
li1	-	5344	-
met1	20.0	5876	16300
met2	18.4	172	17500
met3	2.91	62	1770
met4	2.66	0	844
met5	0	-	0
[power groups by stage]
stage	clock (mW)	sequential (mW)	combinational (mW)
CTS	4.23	6.58	2.61
finish	4.09	6.54	2.52
global route	4.41	6.71	3.01
[logic make-up (layout without fill, tap and decap cells)]
logic type / after synthesis / after routing
DFF: 746 / 746
muxes: 20 / 20
xor gates and xnor gates: 182 / 182
and+or+nand+nor: 136 / 136
AOI/OAI and AO/OA: 74 / 74
adders and majority gates: 208 / 208
buffers and inverters: 282 / 450
[critical path, stage by stage, from the launching register on]
cell,delay [ns]
dfrtp_1,0.40
inv_1,0.08
fa_1,0.17
inv_1,0.05
fa_1,0.38
fa_1,0.39
fa_1,0.36
mux2_2,0.28
fa_1,0.38
fa_1,0.39
fa_1,0.38
xnor2_1,0.19
xnor2_1,0.13
Power figures rest on the tool's default switching activity, not on a simulated workload.
